--- flow/config.mk ---
export PLATFORM = sky130hd
export DESIGN_NAME = envelope
export DESIGN_NICKNAME = envelope
export VERILOG_FILES = /design/flow/design.v
export SDC_FILE = /design/flow/constraint.sdc
export NUM_CORES = 4
export LEC_CHECK = 1
export CORE_UTILIZATION = 30
--- flow/constraint.sdc ---
current_design envelope

set clk_period 9.0
set clk_io_pct 0.2

create_clock -name clk0 -period $clk_period [get_ports {clk}]

set non_clock_inputs [all_inputs -no_clocks]
set_input_delay [expr $clk_period * $clk_io_pct] -clock clk0 $non_clock_inputs
set_output_delay [expr $clk_period * $clk_io_pct] -clock clk0 [all_outputs]
--- flow/design.v ---
`timescale 1ns / 1ps
module comparator #(parameter WIDTH = 16) (
    input [WIDTH-1:0] a,
    input [WIDTH-1:0] b,
    output eq,
    output lt,
    output gt
    );
    assign eq = (a === b);
    assign lt = (a < b) ? 1'b1 : 1'b0;
    assign gt = (a > b) ? 1'b1 : 1'b0;
endmodule
`timescale 1ns / 1ps
module envelope #(parameter WIDTH = 16, parameter SIZE = 8) (
    input clk,
    input reset,
    input [WIDTH-1:0] datain,
    output posen,
    output negen,
    output [WIDTH-1:0] dataout,
    output [WIDTH-1:0] maxout,
    output [WIDTH-1:0] minout
    );
    slope #(WIDTH) slope_det (
        .clk(clk),
        .datain(datain),
        .dataout(dataout),
        .posen(posen),
        .negen(negen)
    );
    register_pipeline #(WIDTH, SIZE) U0 (
        .clk(clk),
        .reset(reset),
        .enable(posen),
        .datain(dataout),
        .dataout(maxout)
    );
    register_pipeline #(WIDTH, SIZE) U1 (
        .clk(clk),
        .reset(reset),
        .enable(negen),
        .datain(dataout),
        .dataout(minout)
    );
endmodule
`timescale 1ns / 1ps
module register_pipeline #(parameter WIDTH = 16, parameter SIZE = 8) (
    input clk,
    input reset,
    input enable,
    input [WIDTH-1:0] datain,
    output [WIDTH-1:0] dataout
    );
    reg [WIDTH-1:0] array [SIZE-1:0];
    assign dataout = array[SIZE-1];
    genvar i;
    generate
        for (i = 0; i < SIZE-1; i = i + 1) begin : pipe
            always @(posedge clk) begin
                if (enable) begin
                    array[i+1] <= array[i];
                    if (i == 0) begin
                        array[i] <= datain;
                    end
                end
            end
        end
    endgenerate
endmodule
`timescale 1ns / 1ps
module slope #(parameter WIDTH = 16) (
    input clk,
    input [WIDTH-1:0] datain,
    output reg [WIDTH-1:0] dataout,
    output posen,
    output negen
    );
    reg [WIDTH-1:0] prev_data;
    wire lt_temp, gt_temp, eq_temp;
    comparator #(WIDTH) U0 (
        .a(prev_data),
        .b(datain),
        .eq(eq_temp),
        .lt(lt_temp),
        .gt(gt_temp)
        );
    reg pos, neg, eq;
    reg prev_pos, prev_neg;
    wire pos_temp, neg_temp;
    assign posen = pos_temp;
    assign negen = neg_temp;
    assign pos_temp = prev_pos && !pos;
    assign neg_temp = prev_neg && !neg;
    always @(posedge clk)
    begin
        pos <= lt_temp;
        neg <= gt_temp;
        eq <= eq_temp;
        prev_data <= datain;
        dataout <= prev_data;
        prev_pos <= pos;
        prev_neg <= neg;
    end
endmodule
--- flow/run.sh ---
#!/bin/bash
# OpenROAD 26Q1-2900-gdf79404cd8, Yosys 0.63+post, stock flow scripts
make -C /OpenROAD-flow-scripts/flow DESIGN_CONFIG=/design/flow/config.mk WORK_HOME=/design/flow/orfs finish
==> run notes <==
Numbers from the implementation run.

The run finished with clean final reports. The proportion of synthesized flip-flops having asynchronous set or reset is 0%. The type of element launching the critical path is a register. The start-to-end type of the worst setup path is reg2out.

Antenna repair during routing inserted a diode count of 0. The fraction of final layout cells sized beyond drive strength 1 is between 10% and 20%. The most critical min-delay path falls under reg2reg. The number of hold buffers added after CTS was 0.

Sorting the synthesis cell report by count puts at the top sky130_fd_sc_hd__edfxtp_1. The flow measured a signed area growth from synthesis to layout of 23.81%. The number of iterations in the first detailed-routing pass is 4. TritonCTS built the clock tree. After synthesis, the chip area reported by Yosys is 8851 um2. By area the synthesized netlist is led by sky130_fd_sc_hd__edfxtp_1 (87%), sky130_fd_sc_hd__dfxtp_1 (8.1%), sky130_fd_sc_hd__ha_1 (2.3%). The critical path arrival is ~2.2 ns. The number of max-slew violations in the final report is 0. The warning total across the stage logs is 30. The reg-to-reg endpoint is slope_det.neg. Setup repair after global routing left no endpoint under its margin. According to the timing report, the critical path is launched from slope_det.prev_neg. After layout, the worst path uses a little over two fifths of the clock period. The total congestion overflow after global routing is 0. The number of maximum-capacitance violations recorded for the run is 0. The initial utilization of the core area, before any placement, comes to a little under a third. The die height is 173.8 um. The die span in x is approximately 170 um. Port buffering added approximately 66 buffers. In this design, the stage delay of the slowest critical-path cell is approximately 0.60 ns.

The capture point of the critical path is negen. The number of fill cells is between 2,000 and 3,000. In the Yosys report the total cell count is between 300 and 400. Per the post-synthesis report, the number of cells in the design is approximately 350.

The worst vdd rail ir drop is 0.1660 mV. The TritonCTS buffer count is 27. The timing-limited maximum frequency is roughly 250 MHz. The final routed DRC violation total is 0. STA classifies the critical path endpoint as an output pin. STA reports a reg2reg setup slack of 7.46 ns. The initial detailed-routing violation count is between 200 and 250.

The number of synthesized flops with an enable pin is approximately 260. Looking at the clock tree report, the root buffer type is sky130_fd_sc_hd__clkbuf_16. Once the clock tree was built, the resizer swapped 0 gates to a different size. The number of antenna violations at the first check in global routing was 0. After synthesis the netlist holds a flip-flop and latch count of roughly 290. The clock reaches the later pin of the worst-skew pair after approximately 0.52 ns. The script logs the ratio of routed vias to standard cells as about 3.6. The worst-case headroom to the max-slew limit is about 54%. Looking at area per cell type in the netlist, the leader is sky130_fd_sc_hd__edfxtp_1. Per the CTS log, the buffer count on the longest clock path is 3.

The unique cell type count in the Yosys netlist is 18. Looking at the max-slew report, the worst-margin pin has a slew of 0.6927 ns. The count of synthesis-stage warnings from yosys is 3. The number of global-route vias before repair came to between 3,000 and 4,000. The minimum period implied by the final worst setup slack is 3.953 ns.

Per the layout area report, the combinational gate area comes to 394.1 um2. The slowest cell on the critical path is sky130_fd_sc_hd__clkdlybuf4s50_1. The placement summary gives the final routability congestion estimate as 0.7761. The non-filler instance count after layout is 856. Pin placement for this block handled 68 I/O pins. The detailed router placed roughly 3,100 vias in this run. The first-pass GRT wire length is around 16,000 um. For reference, the final report shows the hold violation count at 0. The chip occupies around 30,000 um2. According to the floorplan log, the row count is 62. For this run, the total global-route usage over all layers was measured as a little under 7%. The critical register-to-register path startpoint is slope_det.prev_data[15]. On the final layout, the worst clock skew is about 0.0064 ns. The depth of the worst register-to-register path is 5.

On the worst setup and hold paths after CTS, the clock-pin slew comes to ~0.060 ns. The number of buffers and inverters on the critical path is 2. The sequential cells in the finished layout cover a total of between 8000 and 9000 um2. The leakage power summed over all cells is around 3.7 nW. The mean post-synth cell area is between 20 and 30 um2. The timing report attributes the biggest portion of critical-path delay to buffers and inverters. According to the timing report, the data required time at the worst endpoint equals about 7.2 ns. The sequential area share after synthesis is 95.00%. The power per cell area is ~260 nW/um2. The average routed wire per standard cell is 11.57 um.

The half-perimeter wire length after placement is between 5000 and 6000 um. The commonest cells after synthesis are sky130_fd_sc_hd__edfxtp_1 (256), sky130_fd_sc_hd__dfxtp_1 (36), sky130_fd_sc_hd__inv_1 (17). The mapped netlist covers about 9000 um2. In this run the critical path is formed by nor2b_4, buf_12, clkdlybuf4s50_1. The number of cells in the design after placement is 806. The level count of the clock H-tree is 1. The number of nets still failing antenna checks after routing is 0. The total clock sinks is around 290. The core outline area is 28,860 um2. The detailed router reported a total wirelength of approximately 9900 um. Summed over all failing endpoints, the final setup total negative slack is 0 ns. The number of gates on the worst path with buffers counted is 3. Per the finish-stage timing summary, setup violations number 0.

After clock tree synthesis, the setup repair step added 0 buffers. The maximum number of pins on one net before global-route repair is around 130. The most common flop cell mapped by yosys is sky130_fd_sc_hd__edfxtp_1. Along the worst path, the maximum fanout reaches 129.

The synthesized design devotes to its leading area cell type 86.85% of total area.
## where the power goes
group          switching [mW]  internal [mW]  leakage (nW)
clock                   0.459          0.668         0.428
sequential             0.0268           1.63          2.70
combinational          0.0713         0.0472         0.555
total                   0.557           2.34          3.69
## worst min path at each step
stage	to	slack, ns	cells after the start	start
after CTS	slope_det.dataout[14]	0.35	0	slope_det.prev_data[14]
after global routing	slope_det.dataout[11]	0.36	0	slope_det.prev_data[11]
final	slope_det.dataout[14]	0.35	0	slope_det.prev_data[14]
## state kept, by name, summed over array words and instances, names as in the netlist
signal / flops
U0.array: 128
U1.array: 128
slope_det.dataout: 16
slope_det.prev_data: 16
slope_det.neg: 1
slope_det.pos: 1
slope_det.prev_neg: 1
slope_det.prev_pos: 1
## placed cells by master (no fill, tap or decap), types with 2 or more instances in the layout
cell,n
sky130_fd_sc_hd__clkdlybuf4s50_1,66
sky130_fd_sc_hd__clkinvlp_4,7
sky130_fd_sc_hd__nand2_1,6
sky130_fd_sc_hd__clkbuf_1,2
sky130_fd_sc_hd__buf_12,2
sky130_fd_sc_hd__dfxtp_1,36
sky130_fd_sc_hd__ha_1,16
sky130_fd_sc_hd__clkbuf_16,27
sky130_fd_sc_hd__clkinv_1,2
sky130_fd_sc_hd__o21ai_0,2
sky130_fd_sc_hd__edfxtp_1,256
sky130_fd_sc_hd__nor2_1,2
sky130_fd_sc_hd__a21oi_1,8
sky130_fd_sc_hd__nor2b_4,2
sky130_fd_sc_hd__inv_1,17
sky130_fd_sc_hd__bufinv_16,4
sky130_fd_sc_hd__clkinv_2,6
## stage by stage
stage | total power, mW | hold WS, ns | area (um2) | worst slack, ns | utilization [%]
final | 2.901 | 0.3514 | 10960 | 5.047 | 37.97
after global routing | 3.025 | 0.3604 | 10960 | 4.901 | 37.97
after CTS | 2.944 | 0.3538 | 10960 | 4.991 | 37.97
after detailed placement | 1.809 | 0.3444 | 10050 | 5.361 | 34.82
after global placement | 1.800 | 0.3333 | 10050 | 5.388 | 34.82
after floorplan | 1.752 | 0.3308 | 8851 | 1.252 | -
## final cells by class
class / count / share of cell area, %
sequential: 292 / 76.73
clock buffer: 29 / 6.234
clock inverter: 21 / 2.078
inverter: 17 / 0.5823
multi-input combinational: 45 / 3.597
tap: 384 / 4.385
timing repair buffer: 68 / 6.394
## layer usage
metal	routed length, um	GRT usage (%)	vias to the layer above
met1	4588	10.93	1401
li1	-	-	1572
met4	247	1.864	0
met5	0	0	-
met3	1071	3.602	21
met2	3999	9.050	79
## kinds of logic (layout without fill, tap and decap cells)
family                     Yosys count  after routing  synth area share, %
and+or+nand+nor                     15             15                1.117
adders and majority gates           16             16                2.262
DFF                                292            292                95.00
buffers and inverters               17            135               0.7209
AOI/OAI and AO/OA                   14             14               0.9048
Power figures rest on the tool's default switching activity, not on a simulated workload.
