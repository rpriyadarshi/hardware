==> flow/design.v <==
`timescale 1ns / 1ps
module counter(
    input clk,
    input reset,
    input enable,
    output reg [3:0] count
    );
    always @(posedge clk) begin
        if(reset == 1'b1) begin
            count <= 0;
        end
        else if (enable == 1'b1) begin
            count <= count + 1;
        end
    end
endmodule
==> flow/run.sh <==
#!/bin/bash
# OpenROAD 26Q1-2900-gdf79404cd8, Yosys 0.63+post, stock flow scripts
make -C /OpenROAD-flow-scripts/flow DESIGN_CONFIG=/design/flow/config.mk WORK_HOME=/design/flow/orfs finish
==> flow/config.mk <==
export PLATFORM = sky130hd
export DESIGN_NAME = counter
export DESIGN_NICKNAME = counter
export VERILOG_FILES = /design/flow/design.v
export SDC_FILE = /design/flow/constraint.sdc
export NUM_CORES = 4
export LEC_CHECK = 1
export CORE_AREA = 10 10 70 70
export DIE_AREA = 0 0 80 80
==> flow/constraint.sdc <==
current_design counter

set clk_period 1.1
set clk_io_pct 0.2

create_clock -name clk0 -period $clk_period [get_ports {clk}]

set non_clock_inputs [all_inputs -no_clocks]
set_input_delay [expr $clk_period * $clk_io_pct] -clock clk0 $non_clock_inputs
set_output_delay [expr $clk_period * $clk_io_pct] -clock clk0 [all_outputs]
==> changes_impl.md <==
## Flow update

* Outcome: finished clean
* Final critical path time including I/O delays and setup at about 1.0 ns
* Global-route usage over all layers at 1.74%
* Switching power at between 80 and 90 µW
* Arrival time of the worst setup path at about 1.1 ns
* Maximum level of the CTS H-tree at 1
* Largest registers: count x4
* Type of the worst setup path: in -> reg
* Setup repair bufs after CTS at 0
* Number of iterations in the first detailed-routing pass at 2
* Worst hold slack across all endpoints at 0.577 ns
* Worst setup path startpoint: enable
* Core occupancy in the finished layout at 10.8%
* Chip area estimate from yosys synthesis at 179 µm²
* Period utilisation layout at 92.6%
* Tool warning count at 25
* Worst R2R Path Depth at 4
* # Cells Yosys at 16
* Final cell count without fillers at 76
* Fraction of post-synthesis cell area in the top cell type by area at 44.8%
* Internal power component at 319 µW
* Delay of the slowest cell on the worst path at 0.51 ns
* Power share of the sequential group at 39.5%
* Gate power share at 17.3%
* Routability-driven placement congestion ratio at 0.676
* Vias per cell at around 2.2
* Pin slew with the least headroom to its limit at 0.127 ns
* Gate Count Post-Synth at 16
* First-pass GRT wire length at 834 µm
* Number of flip-flops under the largest register name at 4
* Cell types with the largest area share after synthesis: sky130_fd_sc_hd__dfxtp_1, sky130_fd_sc_hd__mux2_4, sky130_fd_sc_hd__ha_1
* Number of buffer cells added on primary ports at 6
* Peak fanout along the critical path at 4
* Post-Place Cells at 73
* Required time reported for the critical path endpoint at 1.21 ns
* Post-synth tally of flip-flops with integrated enable at 0
* Routed via count at 168
* Cell Area, Synth at 179 µm²
* Routed length per placed instance at 6.74 µm
* Cells traversed along the worst timing path: clkdlybuf4s50_1 -> buf_4 -> mux2i_1 -> nor2_1
* Global route overflow at 0
* Final-report max-slew violation count at 0
* Yosys top cell by area: sky130_fd_sc_hd__dfxtp_1
* R2R Setup Slk at 0.10 ns
* Beginning of the worst register-to-register path: count[0]
* CTS tree: built
* Post-synth top flop: sky130_fd_sc_hd__dfxtp_1
* Final worst setup slack at just over 0.08 ns
* DRC at 0
* Post-route clock skew at 0.000549 ns
* Category of the worst setup path capture point: register
* Most instantiated cells after synthesis: sky130_fd_sc_hd__dfxtp_1, sky130_fd_sc_hd__nor2_1
* Post-route antenna net violation count at 0
* Max Root-Sink Buffers at 2
* Total setup violations reported at the end of the flow at 0
* Static leakage at 0.000162 µW
* Std-Cell Rows at 21
* TritonCTS buffer count at 3
* Library cell contributing the largest single delay on the critical path: sky130_fd_sc_hd__clkdlybuf4s50_1
* Sum of negative setup slack at 0 ns
* Top-level I/O count at 7
* Die height at roughly 80 µm
* Fraction of the yosys area taken by sequential cells at 44.8%
* Most frequent cell after synthesis: sky130_fd_sc_hd__dfxtp_1
* PD cells at ~1100 mW/mm²
* Post-detailed-routing wire length at 512 µm
* Syn Area/Cell at 11.2 µm²
* Async set-or-reset flop fraction in the synthesized netlist at 0%
* Maximum clock frequency at 982 MHz
* Crit Reg-Reg Endpoint: count[1]
* Fraction of power consumed by the clock network at 43.2%
* Count of distinct cell types in the synthesized netlist at 11
* Register ranked first by flip-flop count: count
* Maximum resistive drop on vdd at 0.000321 V
* DRC marker count from the first detailed-route iteration at 7
* Root buffer cell: sky130_fd_sc_hd__clkbuf_4
* Layout cells sized above 1 at 53.3%
* Register bit count reported by yosys at 4
* Horizontal die dimension at around 80 µm
* Starting density of the core at under 10%
* Initial antenna violation count at 0
* Clock edge transition at the registers on the reported setup and hold paths at 0.04 ns
* Number of global-route vias before repair at 197
* Overall die area at about 0.0064 mm²
* Maximum number of pins on one net before global-route repair at 5
* Number of hold violations in the final report at 0
* Area of the multi-input gates at 111 µm²
* Min-delay worst type: reg -> reg
* Antenna cells at 0
* Sequential standard cell area at between 80 and 90 µm²
* Worst-skew pair later-pin latency at 0.23 ns
* Maximum Capacitance Violations at 0
* Standard cell core area at approximately 0.0034 mm²
* Worst slew margin relative to its limit at 91.3%
* RSZ-0062 raised after global routing: no
* Sw Share at 21.0%
* Number of fillers in the final layout at 400
* Signed area change from the synthesized netlist to the final layout at 106%
* Clock Sink Count at 4
* Startpoint type of the worst setup path: primary input
* Total of warnings raised by yosys at 1
* Post-placement worst setup slack at -0.155 ns
* Capture point of the critical path: count[1]
-- layout by cell type (no fill, tap or decap) --
cell type                         synthesis  layout
sky130_fd_sc_hd__buf_4                    0       5
sky130_fd_sc_hd__dfxtp_2                  0       4
sky130_fd_sc_hd__dlygate4sd2_1            0       4
sky130_fd_sc_hd__nor2_1                   3       3
sky130_fd_sc_hd__clkbuf_4                 0       3
sky130_fd_sc_hd__clkdlybuf4s50_1          0       2
sky130_fd_sc_hd__mux2i_1                  1       1
sky130_fd_sc_hd__xnor2_1                  1       1
sky130_fd_sc_hd__a21bo_2                  1       1
sky130_fd_sc_hd__nand3b_1                 1       1
sky130_fd_sc_hd__a21oi_1                  1       1
sky130_fd_sc_hd__nor2b_1                  1       1
sky130_fd_sc_hd__nand4_2                  1       1
sky130_fd_sc_hd__mux2_4                   1       1
sky130_fd_sc_hd__ha_4                     0       1
-- per-layer routing --
layer	track usage [%]	wire length [µm]	part of all wire (%)	vias to the layer above
met5	0	0	0	-
met4	0.352	0	0	0
met3	2.05	75	15	0
met2	1.77	183	36	7
met1	2.19	253	49	76
li1	-	-	-	85
-- how the worst min path moves through the flow --
stage | from | endpoint | cells after the start
final | count[3] | count[3] | 2
after CTS | count[3] | count[3] | 2
after global routing | count[3] | count[3] | 2
-- power by group through the flow --
stage | Combinational, µW | Sequential, µW | Clock [µW]
finish | 69.8 | 160 | 174
global route | 77.1 | 161 | 195
CTS | 64.1 | 160 | 183
-- cells by family after synthesis --
group	after synthesis	share of synthesized area [%]
AND/OR/NAND/NOR	6	21.0
flip-flops	4	44.8
AND-OR/OR-AND	2	8.39
multiplexers	2	14.0
XOR/XNOR	1	4.90
adder cells (fa/ha/maj)	1	6.99
-- per-stage QoR --
step	total power [µW]	area, µm²
floorplan	179	179
global placement	227	334
detailed placement	229	334
CTS	407	357
global route	434	369
finish	404	369
-- final cells by class --
type / instances / share of cell area, %
sequential: 4 / 23.1
tap: 46 / 15.6
timing repair buffer: 11 / 25.1
clock buffer: 3 / 6.10
multi-input combinational: 12 / 30.2
-- critical path: cells and delay by family --
| family | cells | cell delay, ns |
|---|---|---|
| muxes | 1 | 0.18 |
| and+or+nand+nor | 1 | 0.07 |
| buffers and inverters | 2 | 0.66 |
-- what timing repair did --
action,4_1_cts,5_1_grt
setup endpoints to repair,4,1
gates resized,8,1
hold buffers,0,0
hold endpoints to repair,0,0
gates cloned,0,0
pin swaps,0,1
Power figures rest on the tool's default switching activity, not on a simulated workload.
