===== ./config.mk =====
export PLATFORM = sky130hd
export DESIGN_NAME = sine_cos
export DESIGN_NICKNAME = sine_cos
export VERILOG_FILES = /design/flow/design.v
export SDC_FILE = /design/flow/constraint.sdc
export NUM_CORES = 4
export LEC_CHECK = 1
export CORE_AREA = 10 10 98 98
export DIE_AREA = 0 0 108 108

===== ./constraint.sdc =====
current_design sine_cos

set clk_period 5.4
set clk_io_pct 0.2

create_clock -name clk0 -period $clk_period [get_ports {clk}]

set non_clock_inputs [all_inputs -no_clocks]
set_input_delay [expr $clk_period * $clk_io_pct] -clock clk0 $non_clock_inputs
set_output_delay [expr $clk_period * $clk_io_pct] -clock clk0 [all_outputs]

===== ./design.v =====
`timescale 1ns / 1ps
module sine_cos #(parameter WIDTH = 8) (
    input clk, 
    input reset, 
    input en, 
    output [WIDTH-1:0] sine, 
    output [WIDTH-1:0] cos
    );
    wire [WIDTH-1:0] sine_f, cos_f;
    reg [WIDTH-1:0] sine_r, cos_r;
    assign sine_f   = sine_r + {{(WIDTH/2){cos_r[WIDTH-1]}}, cos_r[WIDTH-2:(WIDTH-1)/2]};
    assign cos_f    = cos_r - {{(WIDTH/2){sine_f[WIDTH-1]}}, sine_f[WIDTH-2:(WIDTH-1)/2]};
    assign sine     = {~sine_f[WIDTH-1], sine_f[WIDTH-2:0]};
    assign cos      = {~cos_f[WIDTH-1], cos_f[WIDTH-2:0]};
    always@(posedge clk or negedge reset)
    begin
        if (!reset) begin
            sine_r <= 0;
            cos_r <= {1'b0, {WIDTH/2{1'b1}}, {WIDTH/2-1{1'b0}}};
        end else begin
            if (en) begin
                sine_r <= sine_f;
                cos_r <= cos_f;
            end
        end
    end
endmodule  

===== ./run.sh =====
#!/bin/bash
# OpenROAD 26Q1-2900-gdf79404cd8, Yosys 0.63+post, stock flow scripts
make -C /OpenROAD-flow-scripts/flow DESIGN_CONFIG=/design/flow/config.mk WORK_HOME=/design/flow/orfs finish

==> flow_metrics.rpt <==
==== FLOW RESULTS ====
----------------------------------------------------
[Layout]
  Fraction of final layout cells with drive strength greater than 1 ........................ 20.7%
  Relative area change from synthesis to final layout ........................ 17.7%
  Number of fill cells ........................ 797
  Number of cells in the finished layout apart from fillers ........................ 281
  Register area ........................ 405 um2
  Footprint of the multi-input gates ........................ 1020 um2

[Logic synthesis]
  EDFF count, synth ........................ 0
  Yosys stat chip area ........................ 1590 um2
  Mapped cell area ........................ 1590 um2
  Post-synthesis area per instance ........................ 9.26 um2
  Library cells used by synthesis ........................ 56
  Commonest register cell after synthesis ........................ sky130_fd_sc_hd__dfrtp_1
  Sequential element share of the synthesized area ........................ 25.5%
  Post-synthesis instance total ........................ 172
  Number of synthesis warnings ........................ 1
  Number of synthesized register bits ........................ 16
  Async SR Flop Fraction ........................ 100%
  Cells in synth_stat.txt ........................ 172

[Placement]
  Port-buffer cells ........................ 18
  Cells after DPL ........................ 272
  Final HPWL from detailed placement ........................ 2830 um
  Final GP Congestion ........................ 0.849

[Floorplanning]
  Core area ........................ 7650 um2
  Floorplan utilization ........................ 20.8%
  Die y size ........................ 108 um
  Die Wd ........................ 108 um
  Number of ports placed on the die boundary ........................ 19
  Row Count ........................ 32
  DIE AREA ........................ 11700 um2

[Clock network]
  Number of buffers added by the clock tree synthesis step ........................ 3
  Number of levels in the clock H-tree ........................ 1
  Clock transition time at the flip-flop clock pins of the worst setup and hold paths ........................ 0.07 ns
  Late-Pin Clk Latency ........................ 0.25 ns
  Buffer type at the clock tree root ........................ sky130_fd_sc_hd__clkbuf_8
  CTS sink count ........................ 16
  Max Root-Sink Buffers ........................ 2
  Quantity of hold-fixing buffers added after cts ........................ 0
  TritonCTS clock tree ........................ built

[Timing]
  Slew of the pin with the lowest slew margin ........................ 0.753 ns
  Number of failing hold endpoints at the final stage ........................ 0
  Achievable frequency ........................ 0.193 GHz
  Final Slew Violations ........................ 0
  Final TNS setup ........................ 0 ns
  Period Utilization, post-route ........................ 96.2%
  Fin Clk Skew ........................ 0.00230 ns
  Setup Viol. Count Final ........................ 0
  Setup repair after global routing missed its margin ........................ no
  Final period demand of the worst path ........................ 5.19 ns
  Max_slew headroom ........................ 49.6%

[Drt]
  Wirelength per Cell ........................ 12.9 um
  Total via count in the routed design ........................ 1233
  Number of search-and-repair iterations in the first detailed-routing pass ........................ 4
  Starting DRT DRC Count ........................ 32
  Number of DRC violations after detailed routing ........................ 0
  Number of nets with antenna violations after routing ........................ 0
  Antenna diode count ........................ 0
  Number of vias per cell after detailed routing ........................ 4.39
  Detailed Route WL ........................ 3630 um

[GRT]
  Gr ovfl total ........................ 0
  Initial antenna violation count ........................ 0
  Pin count of the biggest net entering global routing ........................ 17
  Global-route total usage across every layer ........................ 6.44%
  Wire length of the first global-routing pass ........................ 6150 um
  Via count of the first global-routing pass ........................ 1197

[Setup path]
  Reg2Reg Depth ........................ 15
  Setup slack on the worst flop-to-flop path ........................ 1.94 ns
  Element type at the critical path start ........................ register
  Cell Chain, Critical Path ........................ ha_2, inv_1, fa_2, nor2b_4, o21ai_0, a21oi_1, inv_1, ha_1, nor2b_1, o32ai_1, or3_1, a21o_1, a21oi_2, mux2i_1, xnor2_1, clkdlybuf4s50_1
  WS Path Type ........................ register to output pin
  Library cell contributing the largest single delay on the critical path ........................ sky130_fd_sc_hd__dfstp_2
  Terminus of the critical flop-to-flop path ........................ cos_r[7]$_DFFE_PN0P_
  Type of element capturing the critical path ........................ output pin
  Levels on crit path ........................ 16
  Delay contributed by the slowest stage of the critical path ........................ 0.57 ns
  Dominant delay contributor by cell family on the critical path ........................ adder cells
  Buffers & Inverters on Critical Path ........................ 3
  CP Max Fanout ........................ 5
  Crit path DAT ........................ 4.11 ns
  CP required ........................ 4.32 ns
  Startpoint of the worst register-to-register path ........................ cos_r[3]$_DFFE_PN1P_
  Most prevalent standard cell on the critical path ........................ sky130_fd_sc_hd__inv_1

[Worst hold path]
  Path category of the worst min-delay check ........................ register to register
  Min-Delay Path Depth ........................ 1
  Hold worst-path end ........................ sine_r[3]$_DFFE_PN0P_
  Beginning of the worst hold path ........................ sine_r[3]$_DFFE_PN0P_

[Job]
  Tool Warnings ........................ 25
  Count of max-cap constraint violations ........................ 0

[Status]
  Status ........................ complete, no violations

----------------------------------------------------
## per-layer routing
layer | track usage, % | wire length, um | share of wire (%)
met1 | 9.35 | 1790 | 49
met2 | 9.09 | 1500 | 41
met3 | 2.71 | 317 | 8.7
met4 | 0.477 | 28 | 0.77
met5 | 0 | 0 | 0
## layout by cell type, fill, tap and decap left out, types with 3 or more instances in the layout
cell / n
sky130_fd_sc_hd__nor2b_1: 3
sky130_fd_sc_hd__clkdlybuf4s50_1: 18
sky130_fd_sc_hd__dfstp_2: 4
sky130_fd_sc_hd__clkbuf_8: 3
sky130_fd_sc_hd__inv_1: 11
sky130_fd_sc_hd__a21oi_1: 7
sky130_fd_sc_hd__xor2_1: 3
sky130_fd_sc_hd__xnor2_1: 10
sky130_fd_sc_hd__o21ai_1: 4
sky130_fd_sc_hd__nor3_1: 3
sky130_fd_sc_hd__mux2_2: 7
sky130_fd_sc_hd__o21a_1: 3
sky130_fd_sc_hd__o21ai_0: 3
sky130_fd_sc_hd__mux2i_1: 5
sky130_fd_sc_hd__nand3_1: 3
sky130_fd_sc_hd__buf_4: 6
sky130_fd_sc_hd__dfrtp_1: 12
sky130_fd_sc_hd__nand2b_1: 3
sky130_fd_sc_hd__nand2_1: 5
sky130_fd_sc_hd__nor2_1: 8
sky130_fd_sc_hd__ha_1: 8
## state kept, by name, indices dropped and copies added, names as in the netlist
signal	flops
sine_r	8
cos_r	8
## cells in the mapped netlist, types with 2 or more instances
cell type                   instances  share of area [%]
sky130_fd_sc_hd__a211oi_1           2               0.94
sky130_fd_sc_hd__a21o_1             2               0.94
sky130_fd_sc_hd__a21oi_1            7                2.2
sky130_fd_sc_hd__buf_2              2               0.63
sky130_fd_sc_hd__buf_4             14                6.6
sky130_fd_sc_hd__clkbuf_1           5                1.2
sky130_fd_sc_hd__dfrtp_1           12                 19
sky130_fd_sc_hd__dfstp_2            4                6.6
sky130_fd_sc_hd__fa_1               2                2.5
sky130_fd_sc_hd__ha_1               9                7.1
sky130_fd_sc_hd__inv_1             11                2.6
sky130_fd_sc_hd__inv_2              2               0.47
sky130_fd_sc_hd__mux2_2             7                4.9
sky130_fd_sc_hd__mux2i_1            5                3.1
sky130_fd_sc_hd__nand2_1            5                1.2
sky130_fd_sc_hd__nand2b_1           3                1.2
sky130_fd_sc_hd__nand3_1            3               0.94
sky130_fd_sc_hd__nand4_1            2               0.79
sky130_fd_sc_hd__nor2_1             8                1.9
sky130_fd_sc_hd__nor2b_1            3                1.2
sky130_fd_sc_hd__nor3_1             3               0.94
sky130_fd_sc_hd__nor4_1             2               0.79
sky130_fd_sc_hd__o2111ai_1          2                1.1
sky130_fd_sc_hd__o211ai_1           2               0.94
sky130_fd_sc_hd__o21a_1             3                1.4
sky130_fd_sc_hd__o21ai_0            3               0.94
sky130_fd_sc_hd__o21ai_1            4                1.3
sky130_fd_sc_hd__o311ai_1           2                1.1
sky130_fd_sc_hd__or2_1              2               0.79
sky130_fd_sc_hd__or3_1              2               0.79
sky130_fd_sc_hd__or4_1              2               0.94
sky130_fd_sc_hd__or4_4              2                1.4
sky130_fd_sc_hd__xnor2_1           10                5.5
sky130_fd_sc_hd__xor2_1             3                1.6
## cell type report
type	instances	share of cell area, %
flip-flops and latches	16	21.6
repair buffers	24	12.0
inverters	13	2.60
multi-input cells	122	54.5
well taps	102	6.81
clock buffers	4	2.40
## timing repair
item,in CTS,in global routing
setup buffers,0,5
gates resized,1,3
endpoints found under the setup margin,1,5
pin swaps,0,2
## how the worst max path moves through the flow
| stage | start | to | slack, ns |
|---|---|---|---|
| 6_report | cos_r[3]$_DFFE_PN1P_ | cos[5] | 0.21 |
| 4_1_cts | cos_r[3]$_DFFE_PN1P_ | cos[5] | 0.04 |
| 5_1_grt | cos_r[3]$_DFFE_PN1P_ | cos[5] | 0.02 |
## kinds of logic after synthesis
group	synth area share, %
simple gates	17.7
compound gates	19.6
mux	8.09
fa+ha+maj	9.58
xor+xnor	8.17
buf+inv	11.5
flops	25.5
## through the flow
stage	hold slack (ns)	utilization, %	worst slack (ns)	cell area, um2
after global routing	0.554	24.5	0.0202	1870
after global placement	0.505	23.2	0.285	1770
after CTS	0.527	23.9	0.0444	1820
final	0.520	24.5	0.207	1870
after floorplan	0.487	-	0.731	1590
after detailed placement	0.506	23.2	0.236	1770
